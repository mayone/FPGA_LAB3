==> design.v <==
`timescale 1ns / 1ps
module bounce(CLK, RESET, center_x, center_y);
	input CLK;
	input RESET;
	output reg [10:0] center_x, center_y;
	reg [23:0] counter;
	reg enable;
	reg [5:0] velocity;
	reg v_dir;  
	always @ (posedge CLK) begin
		if (RESET) begin
			counter <= 0;
		end else if (counter == 8311679) begin
			counter <= 0;
		end else begin
			counter <= counter + 1;
		end
	end
	always @ (counter) begin
		if (counter == 0) begin
			enable <= 1;
		end else begin
			enable <= 0;
		end
	end
	always @ (posedge CLK) begin
		if (RESET) begin
			v_dir <= 0;
			velocity <= 1;
		end else if (enable == 0) begin
			v_dir <= v_dir;
			velocity <= velocity;
		end else if (v_dir == 0 && center_y + velocity >= 500) begin
			v_dir <= !v_dir;
			velocity <= velocity / 2;
		end else if (velocity == 0 && v_dir == 1) begin
			v_dir <= !v_dir;
			velocity <= 1;
		end else if (velocity == 0 && v_dir == 0) begin
			v_dir <= v_dir;
			velocity <= velocity;
		end else begin
			case (v_dir)
			1'b0: 
			begin
				v_dir <= v_dir;
				velocity <= velocity + 1;
			end
			1'b1:
			begin
				v_dir <= v_dir;
				velocity <= velocity - 1;
			end
			endcase
		end
	end
	always begin
		center_x <= 504;
	end
	always @ (posedge CLK) begin
		if (RESET) begin
			center_y <= 0;
		end else if (enable == 0) begin
			center_y <= center_y;
		end else if (v_dir == 0 && center_y + velocity > 500) begin
			center_y <= 500;
		end else begin
			case (v_dir)
			1'b0:
				center_y <= center_y + velocity;
			1'b1:
				center_y <= center_y - velocity;
			endcase
		end
	end
endmodule
`timescale 1ns / 1ps
module circle(CLK, RESET, center_x, center_y, HSYNC, VSYNC, R, G, B);
	input		CLK, RESET;
	input	[10:0] center_x, center_y;
	output 	HSYNC, VSYNC;
	output	R, G, B;
	reg [2:0]	RGB_buff;
	wire 			visible;
	reg [10:0]	pixel_col, pixel_row;
	wire[10:0]	col, row;
	reg [19:0]	d2;
	reg			row_inc;
	reg			INSIDE;
	assign HSYNC = ~( (pixel_col >= 919) & (pixel_col < 1039) );
	assign VSYNC = ~( (pixel_row >= 659) & (pixel_row < 665) );
	assign visible = ( (pixel_col > 104) & (pixel_col < 904) & (pixel_row > 23) & (pixel_row < 623) );
	assign R = ( visible ) ? RGB_buff[2] : 0;
	assign G = ( visible ) ? RGB_buff[1] : 0;
	assign B = ( visible ) ? RGB_buff[0] : 0;
	assign col = ( pixel_col > center_x ) ? pixel_col - center_x : center_x - pixel_col;      
	assign row = ( pixel_row > center_y ) ? pixel_row - center_y : center_y - pixel_row;      
	always@( posedge CLK ) begin      
		if( RESET ) pixel_col <= 0;
		else if( pixel_col == 1039 ) pixel_col <= 0;
		else pixel_col <= pixel_col + 1;
	end
	always@( posedge CLK ) begin      
		if( RESET ) row_inc <= 0;
		else if( pixel_col == 1039 ) row_inc <= 1;
		else row_inc <= 0;
	end
	always@( posedge CLK ) begin      
		if( RESET ) pixel_row <= 0;
		else if ( pixel_row == 665 ) pixel_row <= 0; 
		else if( row_inc ) pixel_row <= pixel_row + 1;
		else pixel_row <= pixel_row;
	end
	always@( posedge CLK ) begin
		if( RESET ) RGB_buff <= 3'b000;
		else if( INSIDE ) RGB_buff <= 3'b100;
		else RGB_buff <= 3'b111;
	end
	always@( posedge CLK ) begin
		if((col*col + row*row) > 10000) INSIDE <= 0;
		else INSIDE <= 1;
	end
endmodule
`timescale 1ns / 1ps
module top(CLK, RESET, HSYNC, VSYNC, R, G, B);
input 	CLK, RESET;
output 	HSYNC, VSYNC, R, G, B;
wire	[10:0] center_x, center_y;
wire 	HSYNC, VSYNC, R, G, B;
bounce bouncing(CLK, RESET, center_x, center_y);
circle O_o(CLK, RESET, center_x, center_y, HSYNC, VSYNC, R, G, B);
endmodule
==> run.sh <==
#!/bin/bash
# OpenROAD 26Q1-2900-gdf79404cd8, Yosys 0.63+post, stock flow scripts
make -C /OpenROAD-flow-scripts/flow DESIGN_CONFIG=/design/flow/config.mk WORK_HOME=/design/flow/orfs finish
==> config.mk <==
export PLATFORM = sky130hd
export DESIGN_NAME = top
export DESIGN_NICKNAME = top
export VERILOG_FILES = /design/flow/design.v
export SDC_FILE = /design/flow/constraint.sdc
export NUM_CORES = 4
export LEC_CHECK = 1
export CORE_UTILIZATION = 40
==> constraint.sdc <==
current_design top

set clk_period 9.0
set clk_io_pct 0.2

create_clock -name clk0 -period $clk_period [get_ports {CLK}]

set non_clock_inputs [all_inputs -no_clocks]
set_input_delay [expr $clk_period * $clk_io_pct] -clock clk0 $non_clock_inputs
set_output_delay [expr $clk_period * $clk_io_pct] -clock clk0 [all_outputs]
==> metrics.log <==
[flow] summary of implementation run
[metrics] CTS root buf: sky130_fd_sc_hd__clkbuf_16
[metrics] clock tree from TritonCTS: built
[metrics] clock transition at the registers of the reported paths: 60 ps
[metrics] antenna cell count: 0
[metrics] dominant register cell: sky130_fd_sc_hd__dfxtp_1
[metrics] post-detailed-routing wire length: 28,500 um
[metrics] Post-Route Setup TNS: 0 ps
[metrics] run status: completed
[metrics] number of buffers inserted by port buffering: 6
[metrics] Gate Area: 0.0104 mm^2
[metrics] cell with the most instances after synthesis: sky130_fd_sc_hd__inv_1
[metrics] portion of synthesized cell area occupied by the leading cell type: 0.203
[metrics] post-detailed-route via-to-cell ratio: roughly 5.1
[metrics] level count of the clock H-tree: 3
[metrics] final setup violation count: 0
[metrics] Top Usage Layer GRT: met2
[metrics] area taken by flip-flops and latches: 0.00137 mm^2
[metrics] worst-skew pair later-pin latency: 340 ps
[metrics] slew at the pin closest to its max-slew limit: 870 ps
[metrics] met2 usage: 0.293
[metrics] Distinct cells, synth: ~82
[metrics] proportion of register bits with asynchronous set or reset after synthesis: 0
[metrics] most instantiated cells after synthesis: 268 x sky130_fd_sc_hd__inv_1, 192 x sky130_fd_sc_hd__nor2_1, 180 x sky130_fd_sc_hd__ha_1
[metrics] EDFF count, synth: 0
[metrics] die outline area: about 0.033 mm^2
[metrics] maximum number of pins on one net before global-route repair: 24
[metrics] Die H: 182 um
[metrics] Crit-path slowest cell: sky130_fd_sc_hd__fa_1
[metrics] Mapped Cells: 1,618
[metrics] Tot GR Track Use: 0.186
[metrics] setup slack at placement: -76.9 ps
[metrics] crit path launch type: flop
[metrics] global-route wire length before repair: 48,900 um
[metrics] sequential share of the synthesized area: 0.105
[metrics] worst min-delay path class: reg2reg
[metrics] cycle use final: 0.946
[metrics] Routed WL per cell: between 10 and 15 um
[metrics] # Max-Cap Violations: 0
[metrics] die span in x: 182 um
[metrics] area growth from synthesis to layout: 9.19%
[metrics] worst hold margin: 479 ps
[metrics] post-synthesis instance area: 0.0129 mm^2
[metrics] post-layout min period: 8510 ps
[metrics] number of buffers inserted by hold repair at cts: 0
[metrics] Clock Tree Buf Depth: 2
[metrics] met1 GRT Util: 0.276
[metrics] Top Ports: 7
[metrics] fraction of final layout cells with drive strength greater than 1: 0.0766
[metrics] number of buffers created by CTS: 9
[metrics] Max FO, Critical Path: 10
[metrics] tally of filler cells in the layout: 3,045
[metrics] critical path arrival: 8800 ps
[metrics] kind of end point of the critical path: flop
[metrics] floorplan row count: 65
[metrics] sink count of the clock tree: about 68
[metrics] post-DP HPWL: 23,300 um
[metrics] TritonRoute pass-1 iters: 5
[metrics] post-route ant nets: 0
[metrics] gr ovfl total: 0
[metrics] smallest setup slack after layout: 487 ps
[metrics] count of tool warnings: between 40 and 50
[metrics] Layout Cell Area excl Fill: approximately 0.014 mm^2
[metrics] global routing met3 resource utilization: 0.0399
[metrics] number of vias in the routed layout: 10,600
[metrics] Final Skew: 8.97 ps
[metrics] final weighted congestion in routability-driven placement: 0.894
[metrics] number of antenna violations at the first check in global routing: 0
[metrics] pre-placement core utilization: 0.409
[metrics] number of global-route vias before repair: 10,300
[metrics] post-synthesis cell count from yosys: 1,618
[metrics] hold violation total from the final report: 0
[metrics] achievable clock frequency: 117 MHz
[metrics] Critical Path Most Common Cell: sky130_fd_sc_hd__inv_1
[metrics] library cell with the largest summed area after synthesis: sky130_fd_sc_hd__fa_1
[metrics] Final Slew Violations: 0
[metrics] flop and latch count out of synthesis: approximately 68
[metrics] largest cells by area after synthesis: sky130_fd_sc_hd__fa_1 20%, sky130_fd_sc_hd__ha_1 17%, sky130_fd_sc_hd__dfxtp_1 11%, sky130_fd_sc_hd__inv_1 7.8%, sky130_fd_sc_hd__nor2_1 5.6%
[metrics] Chip Area, Yosys: 0.0129 mm^2
[metrics] cell area reported after detailed placement: 0.0136 mm^2
[metrics] synthesized area per cell: 7.99 um^2
[metrics] type of the worst setup path: reg2reg
[metrics] placeable core region: 0.0316 mm^2
[metrics] remaining max-slew budget at the tightest pin: 0.405
[metrics] DRC: 0
[metrics] total of warnings raised by yosys: 2
[metrics] worst stage delay on the critical path: 530 ps
[metrics] RSZ-0062 raised after global routing: no
[metrics] DRC violation total after the first TritonRoute iteration: 498
[metrics] required time at the worst-slack endpoint: 9290 ps
[layer usage]
metal	part of all wire	routed length (um)
met5	0	0
met4	0.013	376
met3	0.056	1600
met2	0.45	12800
met1	0.48	13800
[through the flow]
step	std cells	util
floorplan	1618	-
global placement	2028	0.429
detailed placement	2028	0.429
CTS	2043	0.440
global route	2059	0.446
finish	2059	0.446
[layout by cell type (no fill, tap or decap), types with 14 or more instances in the layout]
cell type / count
sky130_fd_sc_hd__fa_1: 131
sky130_fd_sc_hd__ha_1: 179
sky130_fd_sc_hd__dfxtp_1: 63
sky130_fd_sc_hd__nand2_1: 127
sky130_fd_sc_hd__a21o_1: 21
sky130_fd_sc_hd__a21oi_1: 72
sky130_fd_sc_hd__nand2b_1: 17
sky130_fd_sc_hd__nor3_1: 36
sky130_fd_sc_hd__nor2_1: 191
sky130_fd_sc_hd__xnor2_1: 79
sky130_fd_sc_hd__o21a_1: 15
sky130_fd_sc_hd__xor2_1: 38
sky130_fd_sc_hd__buf_4: 51
sky130_fd_sc_hd__nor2b_1: 14
sky130_fd_sc_hd__nand3_1: 37
sky130_fd_sc_hd__a31oi_1: 17
sky130_fd_sc_hd__o21ai_0: 58
sky130_fd_sc_hd__nand4_1: 16
sky130_fd_sc_hd__inv_1: 265
[cells by family after synthesis]
logic type               synth area share
AND-OR/OR-AND                       0.136
multiplexers                       0.0144
XOR/XNOR                           0.0878
buffers and inverters              0.0937
adder cells (fa/ha/maj)             0.377
AND/OR/NAND/NOR                     0.185
flip-flops                          0.105
other                            0.000581
[final cells by class]
cell class                      count  area share
Multi-Input combinational cell   1242       0.740
Sequential cell                    68      0.0969
Inverter                          275      0.0731
Tap cell                          402      0.0356
Timing Repair Buffer               57      0.0314
Clock buffer                       10      0.0169
Clock inverter                      5     0.00603
[state kept, by name (all words and copies together) (netlist names)]
register           cells
bouncing.center_y     11
bouncing.v_dir         1
O_o.row_inc            1
O_o.RGB_buff           2
bouncing.velocity      6
bouncing.counter      24
O_o.pixel_col         11
O_o.INSIDE             1
O_o.pixel_row         11
[worst max-delay path, delay by kind of cell, from the launching register on]
family          cells  cell delay (ps)
mux                 1              350
compound gates      9             1720
flops               1              380
fa+ha+maj           8             3320
buf+inv             7              540
simple gates        8             1860
xor+xnor            2              280
[worst paths after layout]
check | slack [ps] | cells after the start | start | endpoint
worst min-delay path | 480 | 1 | bouncing.counter[0] | bouncing.counter[0]
worst min register to register | 480 | 1 | bouncing.counter[0] | bouncing.counter[0]
worst max register to register | 490 | 35 | O_o.pixel_row[4] | O_o.INSIDE
worst max-delay path | 490 | 35 | O_o.pixel_row[4] | O_o.INSIDE
[timing repair]
item | 4_1_cts | 5_1_grt
resized | 1 | 25
cloned | 0 | 1
endpoints found under the setup margin | 1 | 1
hold endpoints to repair | 0 | 0
setup buffers | 0 | 15
pin swaps | 0 | 9
